==> /design/flow/design.v <==
module FullAdder(a, b, cin, sum, cout);
   input [3:0] a,b;
   input cin;
   output [3:0] sum;
   output cout;
   assign {cout, sum} = a + b + cin;
endmodule 
module Lab2(a,b,cin,s1,s0,F,cout);
   input [3:0] a,b;
   input s1,s0,cin;
   output [3:0] F;
   output cout;
   wire [3:0] M1, M2, M3, M4;  
   wire C1,C2,C3,C4;  
   module1 Mod1(a, b, cin, M1, C1);
   module2 Mod2(a, b, cin, M2, C2);
   Module3 Mod3(a, b, cin, M3, C3);
   Module4 Mod4(a, b, cin, M4, C4);
   mux_4x1c Carry(C1,C2,C3,C4,{s1,s0},cout);
   mux_4X1s Sum(M1,M2,M3,M4,{s1,s0},F);
endmodule 
module Module3(a, b, cin, sum, cout);
   input [3:0] a, b;
   input cin;
   output [3:0] sum;
   output cout;
   FullAdder Add3(~a, b, cin, sum, cout);
endmodule 
module Module4(a, b, cin, sum, cout);
   input [3:0] a, b;
   input cin;
   output [3:0] sum;
   output cout;
   FullAdder Add4(0, ~b, cin, sum, cout);
endmodule 
module module1(a, b, cin, sum, cout);
	input [3:0] a, b;
	input cin;
	output [3:0] sum;
	output cout;
	FullAdder Add1(a, b, cin, sum, cout);
endmodule 
module module2(a, b, cin, sum, cout);
	input [3:0] a, b;
	input cin;
	output [3:0] sum;
	output cout;
	FullAdder Add2(a, ~b, cin, sum, cout);
endmodule 
module mux_4x1c (a, b, c, d, sel, out);
   input a, b, c, d;
   input [1:0] sel;
   output out;
   assign out = sel[1] ? (sel[0]?d:c):(sel[0]?b:a);
endmodule 
module mux_4X1s (a, b, c, d, sel, out);
   input [3:0] a,b,c,d;
   input [1:0] sel;
   output [3:0] out;
	assign out = sel[1] ? (sel[0]?d:c):(sel[0]?b:a);
endmodule 
==> /design/flow/run.sh <==
#!/bin/bash
# OpenROAD 26Q1-2900-gdf79404cd8, Yosys 0.63+post, stock flow scripts
make -C /OpenROAD-flow-scripts/flow DESIGN_CONFIG=/design/flow/config.mk WORK_HOME=/design/flow/orfs finish
==> /design/flow/config.mk <==
export PLATFORM = sky130hd
export DESIGN_NAME = Lab2
export DESIGN_NICKNAME = Lab2
export VERILOG_FILES = /design/flow/design.v
export SDC_FILE = /design/flow/constraint.sdc
export NUM_CORES = 4
export LEC_CHECK = 1
export CORE_AREA = 10 10 70 70
export DIE_AREA = 0 0 80 80
==> /design/flow/constraint.sdc <==
current_design Lab2

set clk_period 5.1
set clk_io_pct 0.2

create_clock -name clk0 -period $clk_period

set non_clock_inputs [all_inputs -no_clocks]
set_input_delay [expr $clk_period * $clk_io_pct] -clock clk0 $non_clock_inputs
set_output_delay [expr $clk_period * $clk_io_pct] -clock clk0 [all_outputs]
==> Slide: Implementation Results <==
Flow Results at a Glance

Power and ir drop
  • Clk pwr share: 0%
  • VDD IR max: 0.00002808 V
  • Total power: 0.07809 mW
  • Internal: 0.04309 mW
  • Net Switching: 0.03500 mW
  • Sequential power share: 0%
  • Leakage: between 0.3 and 0.4 nW
  • Cell area power density: about 95 nW/µm²
  • Switching Fraction: approximately 45%
  • Combinational share of power: 100.0%

GRT
  • GRT met1 Usage: 6.945%
  • Vias in the first global route: between 500 and 600
  • First-pass GRT wire length: 2.573 mm
  • Busiest grt layer: met2
  • Total GRT Usage: 4.678%
  • Number of antenna violations at the first check in global routing: 0
  • GRT overflow: 0
  • Largest net degree at the start of global routing: 14
  • Routing usage on met2: 7.143%
  • Grt met3 use: 1.023%

Routing
  • Iteration-0 DRC Markers: ~55
  • Vias: 544
  • First-pass iteration count of the detailed router: 4
  • # diodes: 0
  • Wire per inst: 10.40 µm
  • Vias/cell: ~4.0
  • Antenna-violating nets left: 0
  • Drt drc: 0
  • Routed Wire Length: roughly 1.4 mm

Synth
  • Mapped Area: 609.3 µm²
  • Biggest area cells: ha_1 25%, fa_1 20%, inv_1 8.0%, a21oi_1 7.4%, xnor2_1 7.2%
  • Yosys cell count: between 70 and 80
  • Yosys chip area: ~610 µm²
  • Sequential share of the synthesized area: 0%
  • Syn Inst Count: 76
  • Area share, top type: 24.64%
  • Unique masters post-synth: 23
  • Cell type with the largest total area: ha_1
  • Ys Warns: 1
  • Syn Area/Cell: 8.018 µm²

Timing
  • Min Hold Slack: 3.298 ns
  • RSZ-0062 raised after global routing: no
  • Final Hold Fails: 0
  • Final period util: 87.85%
  • # setup viols final: 0
  • Peak Freq: roughly 220 MHz
  • Worst slew pin tran: 0.5198 ns
  • Final worst setup slack: 0.6194 ns
  • Max Slew Vio Count: 0
  • Slew Limit Headroom: approximately 64%
  • Crit path time final: around 4.5 ns
  • Setup TNS: 0 ns

Clock tree
  • Post-cts resize count: 0
  • Hold Buf Count CTS: 0
  • Post-CTS Setup Bufs: 0

Min path
  • HP Class: primary input to primary output
  • Cells on Worst Hold Path: 4
  • Worst hold endpoint: F[2]
  • HP Start: s1

Floorplan
  • Core Box Area: 3416 µm²
  • Chip area: 6400 µm²
  • # IOs: 16
  • Rows: 21
  • Die x size: about 80 µm
  • Core Util at FP: 17.84%
  • Die Y: 80 µm

Final layout
  • Clock buffers: 0
  • P&R area growth vs syn: 34.29%
  • Share of layout cells above drive strength 1: 4.444%
  • Seq cells: 0
  • FF+latch area: 0 µm²

Status
  • Status: finished, final reports clean

Job
  • Tally of OpenROAD warnings: 41
  • Maximum capacitance violations: 0

Place
  • PortBufs: 16
  • Post-Place Worst Slack: 0.5993 ns
  • Placer Congestion: 0.8678
  • Post-DP HPWL: 1.241 mm

Critical path
  • Worst-path maximum fanout: 3
  • Critical path arrival: 3.46 ns
  • CP Capture Type: primary output
  • Startpoint class of the critical path: primary input
  • WP data required: 4.08 ns
  • CP Class: primary input to primary output
## per-stage QoR
| step | util [%] | std cells | area [µm²] |
|---|---|---|---|
| 2_1_floorplan | - | 76 | 609.3 |
| 3_3_place_gp | 23.96 | 136 | 818.3 |
| 3_5_place_dp | 23.96 | 136 | 818.3 |
| 4_1_cts | 23.96 | 136 | 818.3 |
| 5_1_grt | 23.96 | 136 | 818.3 |
| 6_report | 23.96 | 136 | 818.3 |
## Yosys cell counts
library cell  instances
ha_1                 12
buf_2                 1
clkbuf_1              1
o211ai_1              1
nor2b_1               1
xnor2_1               5
a22oi_2               1
mux4_2                1
or4_1                 1
nand2_1               1
nor3_1                1
a21oi_1               9
a21o_1                2
fa_1                  6
inv_1                13
nand3_1               2
nor2_1                8
a2111oi_0             1
xor2_1                1
inv_2                 2
o31ai_1               3
o311a_1               1
a211oi_1              2
## worst max-delay path: stages
cell             delay, ns
clkdlybuf4s50_1       0.55
inv_1                 0.10
fa_1                  0.43
inv_1                 0.08
fa_1                  0.40
mux4_2                0.46
clkdlybuf4s50_1       0.42
## power groups by stage
stage	sequential, mW	combinational (mW)	clock (mW)
after global routing	0	0.0896	0
final	0	0.0781	0
after CTS	0	0.0797	0
## logic make-up (layout without fill, tap and decap cells)
kind of cell / count (synthesis) / count (layout) / synth area share, %
fa+ha+maj: 18 / 18 / 44.35
compound gates: 20 / 20 / 22.38
simple gates: 14 / 14 / 10.27
mux: 1 / 1 / 3.696
xor+xnor: 6 / 6 / 8.624
buf+inv: 17 / 31 / 10.68
## layout by cell type, fill, tap and decap left out
cell             count
a2111oi_0            1
a211oi_1             2
a21o_1               2
a21oi_1              9
a22oi_2              1
clkdlybuf4s50_1     16
fa_1                 6
ha_1                12
inv_1               13
inv_2                2
mux4_2               1
nand2_1              1
nand3_1              2
nor2_1               8
nor2b_1              1
nor3_1               1
o211ai_1             1
o311a_1              1
o31ai_1              3
or4_1                1
xnor2_1              5
xor2_1               1
## layout make-up
cell class	count	area, µm²
Multi-Input combinational cell	59	544.3
Timing Repair Buffer	16	160.2
Fill cell	383	2597
Inverter	15	56.30
Tap cell	46	57.56
## how the worst max path moves through the flow
stage	cells past startpoint	from	endpoint
global route	8	a[1]	F[3]
CTS	7	b[0]	F[1]
finish	7	b[0]	F[1]
## routing by layer
metal / vias up / wire (µm)
li1: 287 / -
met1: 248 / 706
met2: 9 / 624
met3: 0 / 84
met4: 0 / 0
met5: - / 0
Power figures rest on the tool's default switching activity, not on a simulated workload.
