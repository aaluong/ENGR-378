File: flow/config.mk
export PLATFORM = sky130hd
export DESIGN_NAME = mux
export DESIGN_NICKNAME = mux
export VERILOG_FILES = /design/flow/design.v
export SDC_FILE = /design/flow/constraint.sdc
export NUM_CORES = 4
export LEC_CHECK = 1
export CORE_AREA = 10 10 70 70
export DIE_AREA = 0 0 80 80
File: flow/constraint.sdc
current_design mux

set clk_period 1.7
set clk_io_pct 0.2

create_clock -name clk0 -period $clk_period

set non_clock_inputs [all_inputs -no_clocks]
set_input_delay [expr $clk_period * $clk_io_pct] -clock clk0 $non_clock_inputs
set_output_delay [expr $clk_period * $clk_io_pct] -clock clk0 [all_outputs]
File: flow/design.v
module mux(s0, s1, s2, hex, binary, baseten, out);
	input s0, s1, s2;
	input [3:0] hex, binary, baseten;
	output reg [3:0] out;
	wire [2:0] sel;
	assign sel = {s2, s1, s0};
	always @(*)begin
		if(sel == 3'b001)begin
			out = hex;
		end
		else if(sel == 3'b010 || sel == 3'b011)begin
			out = binary;
		end
		else if (sel == 3'b100 || sel == 3'b110 || sel == 3'b101 || sel == 3'b111)begin
			out = baseten;
		end
		else begin
			out = 4'b0000;
		end
	end
endmodule 
File: flow/run.sh
#!/bin/bash
# OpenROAD 26Q1-2900-gdf79404cd8, Yosys 0.63+post, stock flow scripts
make -C /OpenROAD-flow-scripts/flow DESIGN_CONFIG=/design/flow/config.mk WORK_HOME=/design/flow/orfs finish
==> flow_summary_export.csv <==
group,metric,value,unit
synthesis,synthesis.area,110.1,sq um
sta,report.final.setup_viol,0,
die,die_w,80,um
outcome,run_status,"complete, no violations",
global_route,grt_max_degree,9,
final_layout,layout.clock_buffers,0,
sta,maxSlewHeadroom,0.8174,
global_route,grt_use_total,0.02009,
critical_path,worst-endpoint-arrival,1.28,ns
final_layout,design.seq.count,0,
sta,layout_worst_path_cycle_share,0.9500,
die,fp-row-count,21,
synthesis,xor_area_frac,0,
die,floorplan.io_pins,19,
sta,rsz0062_at_grt,"false",
synthesis,post_synthesis_compound_gate_area_fraction,0.4659,
global_route,vias_in_the_first_global_route,206,
synthesis,ys_top_logic_family,"simple AND/OR/NAND/NOR gates",
sta,whs,1.342,ns
synthesis,seq_area_frac_synth,0,
drt,detail_route.drc_violations,0,
place,post_placement_setup_slack,-0.3747,ns
drt,vias_per_cell,2.432,
sta,layout_setup_ws,0.08495,ns
die,fp.dieArea,6400,sq um
drt,postRouteAntennaNets,0,
critical_path,critical_path.cell_chain,"clkdlybuf4s50_1, and2b_1, a21oi_2, dlygate4sd2_1",
drt,number_of_vias_in_the_routed_layout,197,
place,io_buffers,19,
synthesis,synth.yosys.warnings,1,
synthesis,post_synth_mux_area_share,0,
drt,drt-initial-drc-count,1,
synthesis,yosysTopAreaCell,"nand3b_1",
critical_path,data_required_time_of_the_worst_path,1.36,ns
place,dpl.hpwl,616.1,um
final_layout,fillers,401,
min_path,holdCritPathClass,"primary input to output port",
final_layout,fraction_of_final_layout_cells_sized_beyond_drive_strength_1,0.08571,
sta,fmax,619.2,MHz
critical_path,critPathLaunchType,"primary input",
die,fp-utilization,0.03223,
global_route,grt-ovfl-total,0,
critical_path,cell_at_the_slowest_stage_of_the_critical_path,"clkdlybuf4s50_1",
synthesis,synthMostInstantiatedCell,"a21oi_1",
synthesis,netlist_instances,16,
die,design.core.area,3416,sq um
job,openroad.warnings,32,
synthesis,top_cells_by_area,"nand3b_1, a21oi_2, a21oi_1, and2b_1, nor2b_1",
power,cellLeakagePower,0.1210,nW
synthesis,ys_top_cells_by_count,"a21oi_1, nand3b_1, a21oi_2, and2b_1, nor2b_1",
job,maxCapViolations,0,
clocking,post-cts-setup-buffers,0,
synthesis,top_cell_area_share,0.2727,
global_route,first_pass_grt_wire_length,1041,um
power,p_per_area,184.6,nW/um^2
synthesis,yosys_instances,16,
sta,fin_crit,1.615,ns
synthesis,synth_adder_area_share,0,
critical_path,end_kind,"output port",
final_layout,layout-area-overhead-vs-synth,217.0,%
critical_path,path_max_fanout,1,
critical_path,criticalPathCategory,"primary input to output port",
drt,drtPass1Iterations,2,
drt,antennaDiodeCount,0,
synthesis,yosys.stat.chipArea,110.1,sq um
power,maximum_vdd_drop,0.01530,mV
sta,max_slew.worst_pin.slew,0.2739,ns
sta,final-max-slew-violation-count,0,
sta,final-hold-violation-count,0,
synthesis,synth.distinct_cells,5,
die,die.size.y,80,um
drt,wl,703,um
global_route,grt_antenna_before_repair,0,
synthesis,syn_area_per_cell,6.882,sq um
place,gp_routability_congestion,0.7434,
synthesis,area_fraction_in_and_or_nand_and_nor_cells_after_synthesis,0.5341,
final_layout,area.sequential,0,sq um
clocking,hold_buffers,0,
drt,post_drt_wl_per_cell,8.679,um
critical_path,critical_path.max_stage_delay,0.45,ns
[worst max-delay path, delay by kind of cell]
family | cells | cell delay [ns]
buffers and inverters | 2 | 0.67
and+or+nand+nor | 1 | 0.18
AOI/OAI and AO/OA | 1 | 0.09
[worst paths after layout]
check                    end  slack (ns)  cells past startpoint  startpoint
worst min-delay path  out[2]        1.34                      4          s0
worst max-delay path  out[0]        0.08                      4  baseten[0]
[what timing repair did]
action,CTS,global route
hold endpoints to repair,0,0
gates resized,7,0
setup endpoints to repair,4,0
[logic make-up (layout without fill, tap and decap cells)]
| group | Yosys count | in the layout |
|---|---|---|
| buffers and inverters | 0 | 19 |
| AND/OR/NAND/NOR | 8 | 8 |
| AND-OR/OR-AND | 8 | 8 |
[where the power goes]
group	switching [W]	total (W)	internal, W	leakage (nW)
combinational	0.0000184	0.0000644	0.0000460	0.121
sequential	0	0	0	0
clock	0	0	0	0
total	0.0000184	0.0000644	0.0000460	0.121
[area by class of cell]
class	count	area [sq um]	share of cell area
Timing Repair Buffer	19	181.4	0.5197
Multi-Input combinational cell	16	110.1	0.3154
Tap cell	46	57.56	0.1649
[cells in the final DEF (no fill, tap or decap)]
master and count:
nand3b_1 4, dlygate4sd2_1 7, a21oi_2 3, clkdlybuf4s50_1 12
and2b_1 3, a21oi_1 5, nor2b_1 1
[routing by layer]
layer,track usage,up-vias,share of wire
met4,0,0,0
met2,0.03612,12,0.44
met1,0.02505,86,0.45
met5,0,-,0
li1,-,99,-
met3,0.004545,0,0.11
[stage by stage]
step / power (W) / setup TNS (ns) / instance area, sq um / utilization / cells
2_1_floorplan: 0.00001651 / 0 / 110.1 / - / 16
3_5_place_dp: 0.00007452 / -1.425 / 357.8 / 0.1048 / 81
5_1_grt: 0.00007095 / 0 / 349.1 / 0.1022 / 81
6_report: 0.00006444 / 0 / 349.1 / 0.1022 / 81
4_1_cts: 0.00006645 / 0 / 349.1 / 0.1022 / 81
3_3_place_gp: 0.00007410 / -1.453 / 357.8 / 0.1048 / 81
Power is estimated from default activity; no workload was simulated.
